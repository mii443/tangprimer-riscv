[run.sh]
#!/bin/bash
# OpenROAD 26Q1-2900-gdf79404cd8, Yosys 0.63+post, stock flow scripts
make -C /OpenROAD-flow-scripts/flow DESIGN_CONFIG=/design/flow/config.mk WORK_HOME=/design/flow/orfs finish
[config.mk]
export PLATFORM = sky130hd
export DESIGN_NAME = TOP
export DESIGN_NICKNAME = TOP
export VERILOG_FILES = /design/flow/design.v
export SDC_FILE = /design/flow/constraint.sdc
export NUM_CORES = 4
export LEC_CHECK = 1
export CORE_UTILIZATION = 30
[constraint.sdc]
current_design TOP

set clk_period 5.3
set clk_io_pct 0.2

create_clock -name clk0 -period $clk_period [get_ports {clock}]

set non_clock_inputs [all_inputs -no_clocks]
set_input_delay [expr $clk_period * $clk_io_pct] -clock clk0 $non_clock_inputs
set_output_delay [expr $clk_period * $clk_io_pct] -clock clk0 [all_outputs]
[design.v]
module CORE(
    input clock,
    output tx_start,
    output [7:0] tx_data,
    output [31:0] raddr,
    output [31:0] iaddr,
    output wen,
    output [31:0] wdata,
    input [31:0] inst,
    input [31:0] rdata
);
    reg [31:0] register [31:0];
    reg [31:0] REGISTER_TEST;
    reg [7:0] reg_tx_data;
    reg reg_tx_start;
    reg [31:0] pc;
    reg [31:0] pc_p4;
    reg [31:0] reg_inst;
    reg [31:0] reg_iaddr;
    reg [31:0] reg_raddr;
    reg [31:0] reg_wdata;
    reg reg_wen;
    reg [31:0] reg_wb_data;
    reg reg_wb_wen;
    reg [6:0] opcode;
    reg [4:0] rd;
    reg [2:0] funct3;
    reg [4:0] rs1;
    reg [4:0] rs2;
    reg [6:0] funct7;
    wire [31:0] rs1_data;
    wire [31:0] rs2_data;
    reg [11:0] i_imm;
    wire [31:0] i_imm_sext;
    reg [11:0] s_imm;
    wire [31:0] s_imm_sext;
    reg [12:0] b_imm;
    reg [19:0] u_imm;
    wire [31:0] u_imm_sext;
    reg [20:0] j_imm;
    reg [31:0] alu_out;
    localparam ST_IF = 0;
    localparam ST_ID = 1;
    localparam ST_EX = 2;
    localparam ST_ACCESS = 3;
    localparam ST_WB = 4;
    reg [3:0] stage;
    integer i;
    initial begin
        for (i=0;i<32;i=i+1) register[i] <= 31'b0;
        register[0] <= 32'b00000000000000000000000000000000;
        register[1] <= 32'b00000000000000000000000000000000;
        register[2] <= 32'b00000000000000000000000000000000;
        reg_wb_data = 0;
        reg_wb_wen = 0;
        pc = 0;
        reg_inst = 0;
        reg_iaddr = 0;
        reg_raddr = 0;
        reg_wdata = 0;
        reg_wen = 0;
        alu_out = 0;
        stage = ST_IF;
    end
    always @(posedge clock) begin
        case (stage)
            ST_IF: begin
                reg_tx_start <= 1;
                reg_tx_data <= rdata[31:24];
                REGISTER_TEST <= register[4][31:0];
                reg_inst <= inst;
                pc_p4 <= pc + 4;
                stage <= ST_ID;
            end
            ST_ID: begin
                opcode = reg_inst[0+:7];
                rd = reg_inst[7+:5];
                funct3 = reg_inst[12+:3];
                rs1 <= reg_inst[19:15];
                rs2 <= reg_inst[24:20];
                funct7 = reg_inst[25+:7];
                i_imm <= reg_inst[20+:12];
                s_imm <= { reg_inst[31:25], reg_inst[11:7] };
                b_imm = { reg_inst[25+:7], reg_inst[7+:5] };
                u_imm = reg_inst[31:12];
                j_imm = {{12{reg_inst[31]}}, reg_inst[19:12], reg_inst[20], reg_inst[30:25], reg_inst[24:21], 1'b0};
                stage <= ST_EX;
            end
            ST_EX: begin
                if ((reg_inst & 32'b00000000000000000111000001111111) == 32'b00000000000000000010000000100011)
                    alu_out = rs1_data + s_imm_sext;
                if ((reg_inst & 32'b00000000000000000111000001111111) == 32'b00000000000000000010000000000011)
                    alu_out = rs1_data + i_imm_sext;
                if ((reg_inst & 32'b00000000000000000000000001111111) == 32'b00000000000000000000000000110111) begin
                    reg_wb_data[31:12] = u_imm[31:12];
                    reg_wb_wen = 1;
                end
                if ((reg_inst & 32'b00000000000000000111000001111111) == 32'b00000000000000000000000000010011) begin
                    reg_wb_data = rs1_data + i_imm_sext;
                    reg_wb_wen = 1;
                end
                if ((reg_inst & 32'b00000000000000000000000001111111) == 32'b00000000000000000000000000010111) begin
                    pc_p4 <= pc_p4 + (u_imm_sext << 12);
                    reg_wb_data <= pc_p4 + (u_imm_sext << 12);
                    reg_wb_wen = 1;
                end
                if ((reg_inst & 32'b00000000000000000000000001111111) == 32'b00000000000000000000000001101111) begin
                    reg_wb_data <= pc + 4;
                    reg_wb_wen = 1;
                    pc_p4 <= pc_p4 + j_imm;
                end
                if ((reg_inst & 32'b00000000000000000111000001111111) == 32'b00000000000000000000000001100111) begin
                    reg_wb_data <= pc + 4;
                    reg_wb_wen = 1;
                    pc_p4 <= (rs1_data + i_imm_sext) & 1'b0;
                end
                if ((reg_inst & 32'b00000000000000000111000001111111) == 32'b00000000000000000000000001100011) begin
                    if (rs1_data == rs2_data) begin
                    end
                end
                stage <= ST_ACCESS;
            end
            ST_ACCESS: begin
                reg_raddr = alu_out;
                reg_wen = opcode == 32'b00000000000000000010000000100011;
                reg_wdata = rs2_data;
                stage <= ST_WB;
            end
            ST_WB: begin
                if (opcode == 32'b00000000000000000010000000000011)
                    register[rd] <= rdata;
                if (reg_wb_wen == 1)
                    register[rd] <= reg_wb_data;
                reg_wb_wen = 0;
                pc = pc_p4;
                alu_out = 0;
                reg_wen = 0;
                reg_iaddr = pc_p4;
                stage <= ST_IF;
            end
        endcase
    end
    assign rs1_data = register[rs1];
    assign rs2_data = register[rs2];
    assign i_imm_sext = { {20{i_imm[11]}}, i_imm[10:0] };
    assign s_imm_sext = { {20{s_imm[11]}}, s_imm[10:0] };
    assign u_imm_sext = { {12{u_imm[19]}}, u_imm[18:0] };
    assign tx_start = reg_tx_start;
    assign tx_data = reg_tx_data;
    assign iaddr = reg_iaddr;
    assign raddr = reg_raddr;
    assign wdata = reg_wdata;
    assign wen = reg_wen;
endmodule
module MEMORY(
    input clock,
    input [31:0] raddr,
    input [31:0] iaddr,
    input wen,
    input [31:0] wdata,
    output [31:0] inst,
    output [31:0] rdata
);
    reg [7:0] mem [32:0];
    reg [31:0] reg_raddr;
    integer i;
    initial begin
        for (i=0;i<64;i=i+1) mem[i] <= 0;
        mem[3] <= 8'b11101000;
        mem[2] <= 8'b10100101;
        mem[1] <= 8'b00000000;
        mem[0] <= 8'b00000000;
        reg_raddr <= 32'b0;
    end
    always @(posedge clock) begin
        if (wen == 1'b1) begin
            mem[raddr] = wdata[0 +:8];
            mem[raddr+1] = wdata[8 +:8];
            mem[raddr+2] = wdata[16 +:8];
            mem[raddr+3] = wdata[24 +:8];
        end
    end
    assign inst = {
        mem[iaddr+0],
        mem[iaddr+1],
        mem[iaddr+2],
        mem[iaddr+3]
    };
    assign rdata = {
        mem[raddr+0],
        mem[raddr+1],
        mem[raddr+2],
        mem[raddr+3]
    };
endmodule
module TOP(
    input clock,
    output LED,
    output tx
);
    wire tx_busy;
    wire tx_start;
    wire [7:0] tx_data;
    UART uart0(
        .clock(clock),
        .tx(tx),
        .tx_busy(tx_busy),
        .start(tx_start),
        .data_in(tx_data),
        .LED(LED)
    );
    wire [31:0] inst;
    wire [31:0] rdata;
    wire [31:0] raddr;
    wire [31:0] iaddr;
    wire [31:0] wdata;
    wire wen;
    MEMORY mem0(
        .clock(clock),
        .raddr(raddr),
        .iaddr(iaddr),
        .wen(wen),
        .wdata(wdata),
        .inst(inst),
        .rdata(rdata)
    );
    CORE core0(
        .clock(clock),
        .tx_start(tx_start),
        .tx_data(tx_data),
        .raddr(raddr),
        .iaddr(iaddr),
        .wen(wen),
        .wdata(wdata),
        .inst(inst),
        .rdata(rdata)
    );
endmodule
module UART(
    input clock,
    input [7:0] data_in,
    input start,
    output tx_busy,
    output tx,
    output LED
);
    localparam FPGA_FREQ = 27;  
    localparam UART_FREQ = 115200;
    localparam TX_CLOCK_COUNT_MAX = FPGA_FREQ * 1000000 / UART_FREQ - 1;
    reg [31:0] clock_count;
    reg led_flag;
    assign LED = led_flag;
    wire tx_clock = (clock_count == 0);
    initial begin
        clock_count = 0;
    end
    always @(posedge clock) begin
        if (clock_count == TX_CLOCK_COUNT_MAX) begin
            clock_count <= 0;
            led_flag <= ~led_flag;
        end else begin
            clock_count <= clock_count + 1;
        end
    end
    localparam S_IDLE = 0;
    localparam S_START = 1;
    localparam S_SEND = 2;
    localparam S_P = 3;
    localparam S_END = 4;
    reg [4:0] state;
    reg [3:0] send_count;
    reg tx_reg;
    reg [7:0] data;
    reg [7:0] local_in;
    reg local_start;
    assign tx = tx_reg;
    always @(posedge clock) begin
        local_in <= data_in;
        local_start <= start;
    end
    assign tx_busy = (state != S_IDLE);
    initial begin
        state = S_IDLE;
        send_count = 0;
        tx_reg = 1'b1;
    end
    always @(posedge clock) begin
        case (state)
            S_IDLE:
                if (tx_clock) begin
                    if (local_start) begin
                        tx_reg <= 1'b1;
                        state <= S_START;
                    end else begin
                        tx_reg <= 1'b1;
                        state <= S_IDLE;
                    end
                end
            S_START: 
                if (tx_clock) begin
                    tx_reg <= 1'b0;
                    data <= local_in;
                    send_count <= 0;
                    state <= S_SEND;
                end else begin
                    tx_reg <= 1'b0;
                    state <= S_START;
                end
            S_SEND:
                if (tx_clock) begin
                    tx_reg <= data[send_count];
                    if (send_count == 3'd7) begin
                        state <= S_P;
                    end else begin
                        send_count <= send_count + 1;
                        state <= S_SEND;
                    end
                end else begin
                    tx_reg <= data[send_count];
                    state <= S_SEND;
                end
            S_P:
                if (tx_clock) begin
                    tx_reg <= 1'b1;
                    state <= S_END;
                end else begin
                    tx_reg <= 1'b1;
                    state <= S_P;
                end
            S_END:
                if (tx_clock) begin
                    tx_reg <= 1'b1;
                    state <= S_IDLE;
                end else begin
                    tx_reg <= 1'b1;
                    state <= S_END;
                end
        endcase
    end
endmodule
==> summary.txt <==
Observations from the implementation run.

Clock network:
- The run puts the number of hold buffers added after CTS at 0.
- The run gives the clock tree root driver cell as sky130_fd_sc_hd__clkbuf_8.
- The run gives the number of sinks handled by clock tree synthesis as 47.
- The clock passes through at most 2 buffers.
- Post-CTS repair ended up resizing 0 cells.
- The run puts the clock-pin slew of the registers on the worst-case setup and hold paths at 0.09 ns.
- The run puts the number of clock buffers inserted by TritonCTS at 5.
- TritonCTS built the clock tree.
- Per the repair_timing log after CTS, setup buffers inserted total 0.
- The run gives the clock latency on the worst-skew pair as 0.29 ns.
- The run puts the level count of the clock H-tree at 2.

Routing:
- Detailed-route iteration 0 reported a violation count of 74.
- The run puts the final routed wire length divided by cell count at 11.2 µm.
- In the routed netlist, the antenna diode instances number 0.
- The run gives the count of antenna-violating nets left after detailed routing as 0.
- The run gives the number of iterations in the first detailed-routing pass as 4.
- The run gives the final routed wirelength across all metal layers as 3540 µm.
- The run gives the via density per instance as 4.65.
- TritonRoute reported its final design rule violation total as 0.
- The routed layout has 1474 vias.

Die:
- The run puts the effective utilization at floorplan at 31.6%.
- The floorplan step set the die width to 87.6 µm.
- From bottom edge to top edge, the die measures 87.6 µm.
- After floorplanning, the core was sized to cover 6940 µm².
- The die covers 7670 µm².
- 3 I/O pins were placed.
- In this run the core area contains 30 standard-cell rows.

Placed design:
- The run gives the half-perimeter wire length after detailed placement as 2440 µm.
- The run puts the routability congestion estimate at 0.788.
- Port buffering added 2 buffers.
- The run gives the cell total after placement as 309.

Setup path:
- The run gives the critical path data required time as 5.24 ns.
- The launch point of the worst register-to-register path is recorded as uart0.clock_count[17].
- The run puts the register-to-register setup slack at 2.95 ns.
- The critical path contains buffers and inverters numbering 0 combined.
- The timing report gives the biggest stage delay along the critical path as 0.48 ns.
- The run puts the biggest fanout along the worst timing path at 8.
- The run gives the cell with the largest stage delay on the worst path as sky130_fd_sc_hd__nor4_1.
- STA classifies the critical path startpoint as a register.
- STA classifies the critical path endpoint as a register.
- The run puts the depth of the most critical reg-to-reg path at 4.
- The run gives the end of the worst register-to-register path as uart0.send_count[2].
- The run gives the dominant delay contributor by cell family on the critical path as simple AND/OR/NAND/NOR gates.
- Listed in order, past its start point the critical path passes nor4_1 > nand4_1 > or2_1 > nor3_1.
- The critical path is of the register to register type.
- For the worst setup path, the data arrival time is 2.29 ns.

Global routing:
- The run puts the wire length of the first global-routing pass at 6070 µm.
- The run gives the number of global-route vias before repair as 1320.
- Summed over all routing layers, the global router reports a total usage of 10.1%.
- The run gives the largest net degree at the start of global routing as 16.
- The run puts the number of antenna violations at the first check in global routing at 0.
- The run puts the overall overflow remaining after global route at 0.

Logic synthesis:
- The run puts the area of the synthesized netlist per yosys stat at 2200 µm².
- The run puts the sequential share of the synthesized area at 49.2%.
- The run gives the count of flip-flops with a built-in enable after synthesis as 14.
- The main area contributors are sky130_fd_sc_hd__dfxtp_1 30%, sky130_fd_sc_hd__edfxtp_1 19%, sky130_fd_sc_hd__xor2_1 8.4%.
- Counting every instance in the synthesized netlist gives 219.
- The run gives the count of warnings emitted by yosys as 4.
- The run puts the number of distinct library cell variants in the gate-level netlist after synthesis at 40.
- The cell type that accounts for the most area after synthesis is sky130_fd_sc_hd__dfxtp_1.
- The run gives the number of cell instances after yosys synthesis as 219.
- The run gives the fraction of registers with async set/reset as 0%.
- The run gives the number of synthesized register bits as 47.
- The run puts the average cell area after synthesis at 10.0 µm².
- The run gives the flip-flop cell with the highest count after synthesis as sky130_fd_sc_hd__dfxtp_1.
- The run puts the area share of the largest cell type after synthesis at 30.1%.
- After synthesis the cells add up to 2200 µm².

Timing:
- Headroom to the max-slew limit came out at 64.8%.
- The run puts the maximum achievable frequency at 0.426 GHz.
- The run gives the final worst-path cycle share as 44.3%.
- The run puts the final worst clock skew at 0.00524 ns.
- The final report lists the setup-violating endpoint count as 0.
- Setup repair after global routing left no endpoint under its margin.
- The run puts the slew at the pin closest to its max-slew limit at 0.525 ns.
- Setup total negative slack on the finished layout was measured at 0 ns.
- Max-slew check failures listed in the final report amount to 0.
- On the final layout, the worst hold slack is 0.347 ns.
- The run gives the hold violation count in the final report as 0.
- The clock period could shrink to 2.35 ns.

Cells and area:
- The run puts the number of flip-flops in the largest register at 32.
- Per the cell usage report, the commonest logic cells after layout are 33 x sky130_fd_sc_hd__dfxtp_1, 21 x sky130_fd_sc_hd__xor2_1, 19 x sky130_fd_sc_hd__nor2_1.
- The run gives the fraction of final layout cells with drive strength greater than 1 as 9.50%.
- The run puts the post-route core utilization at 34.8%.
- Counting flops per register, the top entry is uart0.clock_count.
- In the final layout, the registers with the most flip-flops are uart0.clock_count (32), uart0.send_count (4).
- The run puts the area growth from synthesis to final layout at 10.0%.
- The most common logic cell in the final layout is sky130_fd_sc_hd__dfxtp_1.
- The run gives the number of cells in the finished layout apart from fillers as 317.

Hold path:
- The path with the worst hold slack has its endpoint at uart0.local_in[5].
- The run gives the cell depth of the worst min-delay path as 0.
- The run gives the origin of the worst min-delay path as core0.reg_tx_data[5].
- The run gives the type of the tightest min-delay check as register to register.

Pwr:
- The run gives the total power density per cell area as 267 nW/µm².
- The worst VDD IR drop from the latest analysis is 0.0000855 V.
- The run puts the static leakage power at 0.931 nW.

Outcome:
- The run finished with clean final reports.

Flow run:
- The run reported a max-capacitance violation count of 0.
- The run puts the tally of OpenROAD warnings at 27.
layer usage:
| layer | vias up | share of wire (%) | track usage, % |
|---|---|---|---|
| li1 | 771 | - | - |
| met1 | 684 | 55 | 16.7 |
| met2 | 19 | 42 | 14.6 |
| met3 | 0 | 3.2 | 1.91 |
| met4 | 0 | 0 | 1.19 |
| met5 | - | 0 | 0 |
synth_stat cells (all sizes together), types with 3 or more instances:
master,instances
dfxtp,33
xor2,21
nor2,19
nand3,15
edfxtp,14
nor3,14
nor4,13
nand2,12
xnor2,11
inv,9
nand4,9
a21oi,6
and3,5
buf,4
clkbuf,4
ha,4
and4,3
nor2b,3
or2,3
or4,3
power breakdown:
part           leakage [nW]  switching, mW  internal, mW  total, mW
Sequential            0.424              0         0.368      0.368
Combinational         0.445      0.0000703             0  0.0000707
Clock                0.0618          0.123         0.155      0.278
Total                 0.931          0.123         0.523      0.645
cell families after synthesis:
family                   share of synthesized area, %
AND-OR/OR-AND                                    2.16
adder cells (fa/ha/maj)                          2.28
buffers and inverters                            3.42
XOR/XNOR                                         12.8
other                                           0.171
multiplexers                                    0.456
flip-flops                                       49.2
AND/OR/NAND/NOR                                  29.6
per-stage QoR:
step           area (µm²)  power (mW)  setup WS [ns]
2_1_floorplan        2200       0.376           3.24
3_3_place_gp         2300       0.376           3.02
3_5_place_dp         2300       0.376           2.99
4_1_cts              2420       0.656           2.99
5_1_grt              2420       0.667           2.83
6_report             2420       0.645           2.95
final cells by class:
type,instances,area (µm²)
clock buffers,6,82.6
inverters,9,33.8
fillers,679,4530
repair buffers,2,20.0
flip-flops and latches,47,1080
multi-input cells,155,1040
well taps,96,120
clock inverters,2,38.8
worst reg2reg max path, cell delays in order, from the launching register on:
cell                      delay, ns
sky130_fd_sc_hd__dfxtp_1       0.40
sky130_fd_sc_hd__nor4_1        0.48
sky130_fd_sc_hd__nand4_1       0.27
sky130_fd_sc_hd__or2_1         0.36
sky130_fd_sc_hd__nor3_1        0.48
worst max-delay path by stage:
| stage | from | endpoint | cells past startpoint |
|---|---|---|---|
| CTS | uart0.clock_count[17] | uart0.send_count[0] | 4 |
| global route | uart0.clock_count[17] | uart0.send_count[1] | 4 |
| finish | uart0.clock_count[17] | uart0.send_count[2] | 4 |
Power figures rest on the tool's default switching activity, not on a simulated workload.
